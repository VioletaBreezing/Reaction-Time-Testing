==> flow/design.v <==
module StateMachine (
    input  wire       clk, rstn,
    input  wire       cur_player,
    input  wire [6:0] signals,
    input  wire [9:0] react_time,
    output wire [2:0] out_machine_state,
    output wire [9:0] avr_react_time_A, avr_react_time_B,
    output wire [2:0] test_turn_A, test_turn_B
);
    wire   signal_action, signal_react, signal_average, signal_compare;    
    wire   signal_start,  signal_overflow, signal_cleared;                 
    assign signal_action  = signals[6];
    assign signal_react   = signals[5];
    assign signal_average = signals[4];
    assign signal_compare = signals[3];
    assign signal_start    = signals[2];
    assign signal_overflow = signals[1];
    assign signal_cleared  = signals[0];
    parameter IDLE     = 3'd0;
    parameter WAIT     = 3'd1;
    parameter CLR_CNT1 = 3'd2;
    parameter START    = 3'd3;
    parameter STORAGE  = 3'd4;
    parameter CLR_CNT2 = 3'd5;
    parameter AVERAGE  = 3'd6;
    parameter COMPARE  = 3'd7;
    parameter PLAYER_A = 1'b1;
    parameter PLAYER_B = 1'b0;
    reg  [2:0]  machine_state;           
    reg  [12:0] sum_react_time [1:0];    
    reg  [2:0]  test_turn      [1:0];    
    assign out_machine_state = machine_state;
    assign sum_react_time_A  = sum_react_time[PLAYER_A];
    assign sum_react_time_B  = sum_react_time[PLAYER_B];
    assign avr_react_time_A  = sum_react_time[PLAYER_A][12:3];
    assign avr_react_time_B  = sum_react_time[PLAYER_B][12:3];
    assign test_turn_A       = test_turn[PLAYER_A];
    assign test_turn_B       = test_turn[PLAYER_B];
    always @(posedge clk or negedge rstn) begin
        if (!rstn)
            machine_state <= IDLE;
        else begin
            case (machine_state)
            IDLE   : begin
                sum_react_time[PLAYER_A] <= 12'd0;
                sum_react_time[PLAYER_B] <= 12'd0;
                test_turn[PLAYER_A]      <= 3'd0;
                test_turn[PLAYER_B]      <= 3'd0;
                machine_state <= signal_action ? WAIT : machine_state;
            end
            WAIT   : begin
                machine_state <= signal_start ? CLR_CNT1 : machine_state;
            end
            CLR_CNT1: begin
                machine_state <= signal_cleared ? START : machine_state;
            end
            START  : begin
                if (signal_react || signal_overflow) begin
                    machine_state <= STORAGE;
                    sum_react_time[cur_player] <= sum_react_time[cur_player] + react_time;
                end
                else machine_state <= machine_state;
            end
            STORAGE: begin
                if (test_turn[cur_player] == 3'd7 && signal_average)
                    machine_state <= AVERAGE;
                else if (test_turn[cur_player] != 3'd7 && signal_action) begin
                    machine_state <= CLR_CNT2;
                    test_turn[cur_player] <= test_turn[cur_player] + 3'd1;
                end
                else machine_state <= machine_state;
            end
            CLR_CNT2: begin
                machine_state <= signal_cleared ? WAIT : machine_state;
            end
            AVERAGE: begin
                if (test_turn[PLAYER_A] == 3'd7 && test_turn[PLAYER_B] == 3'd7 && signal_compare)
                    machine_state <= COMPARE;
                else if (test_turn[cur_player] != 3'd7 && signal_action)
                    machine_state <= WAIT;
                else machine_state <= machine_state;
            end
            COMPARE: machine_state <= machine_state;
            default: machine_state <= IDLE;
            endcase
        end
    end
endmodule  
==> flow/run.sh <==
#!/bin/bash
# OpenROAD 26Q1-2900-gdf79404cd8, Yosys 0.63+post, stock flow scripts
make -C /OpenROAD-flow-scripts/flow DESIGN_CONFIG=/design/flow/config.mk WORK_HOME=/design/flow/orfs finish
==> flow/config.mk <==
export PLATFORM = sky130hd
export DESIGN_NAME = StateMachine
export DESIGN_NICKNAME = StateMachine
export VERILOG_FILES = /design/flow/design.v
export SDC_FILE = /design/flow/constraint.sdc
export NUM_CORES = 4
export LEC_CHECK = 1
export CORE_UTILIZATION = 30
==> flow/constraint.sdc <==
current_design StateMachine

set clk_period 7.5
set clk_io_pct 0.2

create_clock -name clk0 -period $clk_period [get_ports {clk}]

set non_clock_inputs [all_inputs -no_clocks]
set_input_delay [expr $clk_period * $clk_io_pct] -clock clk0 $non_clock_inputs
set_output_delay [expr $clk_period * $clk_io_pct] -clock clk0 [all_outputs]
==> impl_metrics.py <==
# Physical implementation metrics
metrics = {
    "final_timing": {
        "worst_hold_slack_ns": 0.731,
        "worstMarginPinSlew_ns": 0.655,
        "tns_ns": 0,
        "setup_violations": 0,
        "max_freq_mhz": 242,
        "hold_viol": 0,
        "period_minus_slack_ns": 4.12,
        "finClkSkew_ns": 0.00571,
        "maxSlewViolCount": 0,
        "slew_headroom": 0.563,
        "fin_ws_ns": 3.38,
        "rsz0062_at_grt": "false",
        "finalClockPeriodUsage": 0.550,
    },
    "synth": {
        "edf_count": 32,
        "synth_warnings": 5,
        "syn_inst": 213,
        "avgSynthCellArea_um2": 10.7,
        "ys_async_sr_fraction": 0.0857,
        "ys_seq_frac": 0.454,
        "synthFlopType": "edfxtp_1",
        "numSynthFlops": 35,
        "yosysCellCount": 213,
        "syn_area_um2": 2280,
        "yosys.cell_types.count": 44,
        "ys_area_um2": 2280,
    },
    "die": {
        "die_y_um": 89.2,
        "rows": 31,
        "io_pins": 49,
        "design.core.area_um2": 7290,
        "die-area_um2": 7960,
        "die_w_um": 89.2,
        "initCoreUtil": 0.313,
    },
    "clock_network": {
        "cts_max_path_buffers": 2,
        "clock.latency.late_pin_ns": 0.28,
        "cts_sinks": 35,
        "hold_buffers": 0,
        "post_cts_buffers": 0,
        "cts_resized": 0,
        "cts_buffers": 5,
        "path_clk_slew_ns": 0.07,
        "tritoncts": "done",
        "ctsRootBufferMaster": "clkbuf_8",
        "h-tree-depth": 2,
    },
    "global_routing": {
        "antenna_found_initial": 0,
        "grt_max_degree": 22,
        "grt_remaining_overflow": 0,
        "grt_pass1_wl_um": 7330,
        "track_usage": 0.125,
        "grt_pass1_vias": 1544,
    },
    "route": {
        "drt_iter0_markers": 58,
        "wire_per_inst_um": 13.3,
        "drc": 0,
        "via_per_inst": 4.78,
        "num_vias": 1641,
        "n_antenna_cell": 0,
        "wl_um": 4580,
        "final_antenna_net_count": 0,
        "first_pass_iters": 4,
    },
    "power": {
        "seqPwrFrac": 0.423,
        "p_per_area_nw_per_um2": 279,
        "swShare": 0.337,
        "p_int_uw": 518,
        "p_total_uw": 781,
        "combPwrFrac": 0.420,
        "p_leak_uw": 0.00104,
        "irDropWorstVdd_mv": 0.120,
        "pwr-share-clk": 0.157,
        "power_switching_uw": 263,
    },
    "outcome": {
        "status": "finished clean",
    },
    "place": {
        "placed_area_um2": 2730,
        "pre_cts_ws_ns": 3.12,
        "io_buffers": 48,
        "gp_congestion": 0.841,
        "place_hpwl_um": 3390,
    },
    "setup_path": {
        "critPathMaxFanout": 20,
        "reg2regPathDepth": 9,
        "startpoint": "cur_player",
        "worstSetupPathType": "input port to flip-flop",
        "crit_path_end_kind": "flip-flop",
        "r2r_end": "sum_react_time[1][10]$_DFFE_PP_",
        "arrival_ns": 4.27,
        "reg2reg_from": "sum_react_time[1][0]$_DFFE_PP_",
        "critPathRequiredTime_ns": 7.65,
        "critPathLaunchType": "input port",
        "r2r_setup_slack_ns": 5.09,
    },
    "hold_path": {
        "hold_path_class": "flip-flop to flip-flop",
        "min-delay-start": "machine_state[2]$_DFFE_PN0P_",
        "hold_end": "machine_state[2]$_DFFE_PN0P_",
        "hold_depth": 1,
    },
    "cells_and_area": {
        "fin_area_um2": 2800,
        "lay_top_count": "clkdlybuf4s50_1",
        "area_growth_pct": 22.9,
        "final_cell_mix": "48 x clkdlybuf4s50_1, 32 x edfxtp_1, 17 x nor2_1",
        "layout-drive-gt1-share": 0.107,
        "fill_cells": 744,
    },
    "flow_run": {
        "max-cap-violations": 0,
        "warnings": 25,
    },
}
==> cells in the mapped netlist, types with 2 or more instances <==
library cell | n | area [um^2]
inv_1 | 8 | 30.0
nor2_1 | 17 | 63.8
buf_2 | 3 | 15.0
nand2_1 | 13 | 48.8
a21o_1 | 3 | 22.5
edfxtp_1 | 32 | 961
nor3b_1 | 3 | 22.5
buf_4 | 21 | 158
mux2i_1 | 7 | 70.1
ha_1 | 12 | 150
nand3_1 | 6 | 30.0
a211oi_1 | 2 | 15.0
o21a_1 | 3 | 22.5
a32oi_1 | 2 | 17.5
mux2_2 | 12 | 135
o21ai_0 | 9 | 45.0
nand2b_1 | 5 | 31.3
o211ai_1 | 3 | 22.5
o31ai_1 | 2 | 15.0
and3_1 | 2 | 12.5
nor3_1 | 6 | 30.0
dfrtp_1 | 3 | 75.1
nor2b_1 | 2 | 12.5
and2_1 | 3 | 18.8
o31a_1 | 2 | 17.5
a21oi_1 | 13 | 65.1
xor2_1 | 2 | 17.5
==> how the worst max path moves through the flow <==
stage | to | slack [ns] | depth (start not counted)
finish | sum_react_time[1][10]$_DFFE_PP_ | 3.38 | 11
global route | sum_react_time[0][12]$_DFFE_PP_ | 3.24 | 11
CTS | sum_react_time[1][10]$_DFFE_PP_ | 3.40 | 11
==> registers in the layout, summed over array words and instances, names as in the netlist <==
name            flops
test_turn           6
machine_state       3
sum_react_time     26
==> power groups by stage <==
| stage | Combinational (uW) | Clock [uW] | Sequential (uW) |
|---|---|---|---|
| after CTS | 332 | 127 | 331 |
| after global routing | 373 | 134 | 339 |
| final | 328 | 123 | 330 |
==> critical path: stages <==
cell	delay, ns
clkdlybuf4s50_1	0.45
buf_4	0.28
mux2_2	0.37
ha_1	0.19
inv_1	0.07
fa_1	0.22
nor2b_4	0.06
o31a_1	0.29
o31a_1	0.26
or4_1	0.46
nand2_1	0.09
==> metal layers <==
metal | wire length, um | vias to the layer above | part of all wire | GRT usage
met5 | 0 | - | 0 | 0
met1 | 2240 | 767 | 0.49 | 0.201
met4 | 54 | 0 | 0.012 | 0.0115
met3 | 248 | 5 | 0.054 | 0.0290
met2 | 2040 | 40 | 0.45 | 0.188
li1 | - | 829 | - | -
==> metrics by stage <==
stage,instances,utilization
after floorplan,213,-
after global placement,336,0.374
after detailed placement,336,0.374
after CTS,343,0.384
after global routing,343,0.384
final,343,0.384
==> cell type report <==
cell class / instances / area, um^2 / area share
Timing Repair Buffer: 50 / 495 / 0.177
Multi-Input combinational cell: 144 / 1040 / 0.371
Clock buffer: 5 / 68.8 / 0.0246
Clock inverter: 2 / 8.76 / 0.00312
Tap cell: 99 / 124 / 0.0442
Sequential cell: 35 / 1040 / 0.370
Inverter: 8 / 30.0 / 0.0107
==> kinds of logic (layout without fill, tap and decap cells) <==
| kind of cell | after synthesis | count (layout) | synth area share |
|---|---|---|---|
| and+or+nand+nor | 64 | 64 | 0.146 |
| AOI/OAI and AO/OA | 45 | 45 | 0.132 |
| DFF | 35 | 35 | 0.454 |
| buffers and inverters | 34 | 65 | 0.0922 |
| muxes | 19 | 19 | 0.0900 |
| adders and majority gates | 13 | 13 | 0.0746 |
| xor gates and xnor gates | 3 | 3 | 0.0115 |
Power figures rest on the tool's default switching activity, not on a simulated workload.
