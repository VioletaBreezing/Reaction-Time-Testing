## design/flow/design.v

```verilog
module PWM (
    input  wire clk,
    input  wire rstn,
    input  wire bright,
    output reg  pwm_div256
);
    reg [7:0] cnt;
    reg [7:0] duty [1:0];
    initial begin
        duty[0] = 8'd4;
        duty[1] = 8'd254;
    end
    always @(posedge clk or negedge rstn) begin
        if (!rstn) begin
            cnt <= 8'd0;
            pwm_div256 <= 1'b0;
        end
        else begin
            cnt <= cnt + 8'd1;
            pwm_div256 <= (cnt <= duty[bright]) ? 1'b1 : 1'b0;
        end
    end
endmodule  
module RGB (
    input  wire       clk, rstn,
    input  wire       cur_player,
    input  wire [2:0] machine_state,
    input  wire [2:0] test_turn_A, test_turn_B,
    input  wire [9:0] avr_react_time_A, avr_react_time_B,
    output wire [2:0] rgb1, rgb2
);
    parameter IDLE     = 3'd0;
    parameter WAIT     = 3'd1;
    parameter CLR_CNT1 = 3'd2;
    parameter START    = 3'd3;
    parameter STORAGE  = 3'd4;
    parameter CLR_CNT2 = 3'd5;
    parameter AVERAGE  = 3'd6;
    parameter COMPARE  = 3'd7;
    parameter PLAYER_A = 1'b1;
    parameter PLAYER_B = 1'b0;
    wire [2:0] test_turn [1:0];
    assign test_turn[PLAYER_A] = test_turn_A;
    assign test_turn[PLAYER_B] = test_turn_B;
    wire [9:0] avr_react_time [1:0];
    assign avr_react_time[PLAYER_A] = avr_react_time_A;
    assign avr_react_time[PLAYER_B] = avr_react_time_B;
    parameter RED   = 3'b001;
    parameter BLUE  = 3'b100;
    parameter GREEN = 3'b010;
    parameter WHITE = 3'b111;
    parameter BLACK = 3'b000;
    parameter FULL  = 1'b1;
    parameter SEMI  = 1'b0;
    reg [2:0] color  [1:0];
    reg [1:0] bright;
    always @(posedge clk or negedge rstn) begin
        if (!rstn) begin
            color [PLAYER_A] <= BLACK;
            color [PLAYER_B] <= BLACK;
            bright           <= {FULL, FULL};
        end
        else if (machine_state == AVERAGE) begin
            color [cur_player]  <= (test_turn[cur_player] == 3'd7) ? RED : BLACK;
            color [~cur_player] <= BLACK;
            bright <= {FULL, FULL};
        end
        else if (machine_state == COMPARE) begin
            color  [PLAYER_A]  <= WHITE;
            color  [PLAYER_B]  <= WHITE;
            bright [PLAYER_A] <= (avr_react_time[PLAYER_A] <= avr_react_time[PLAYER_B]) ? FULL : SEMI;
            bright [PLAYER_B] <= (avr_react_time[PLAYER_A] >= avr_react_time[PLAYER_B]) ? FULL : SEMI;
        end
        else if (machine_state == IDLE) begin
            color [PLAYER_A] <= BLACK;
            color [PLAYER_B] <= BLACK;
            bright <= {FULL, FULL};
        end
        else if (machine_state == STORAGE) begin
            color [cur_player]  <= (test_turn[cur_player] == 3'd7) ? BLUE: GREEN;
            color [~cur_player] <= BLACK;
            bright <= {FULL, FULL};
        end
        else begin
            color  [cur_player]  <= GREEN;
            color  [~cur_player] <= BLACK;
            bright <= {FULL, FULL};
        end
    end
    wire pwm1;
    PWM u1_PWM(
    	.clk        (clk    ),
        .rstn       (rstn   ),
        .bright     (bright[PLAYER_A]),
        .pwm_div256 (pwm1   )
    );
    wire pwm2;
    PWM u2_PWM(
    	.clk        (clk    ),
        .rstn       (rstn   ),
        .bright     (bright[PLAYER_B]),
        .pwm_div256 (pwm2   )
    );
    assign rgb1 = ~(color[PLAYER_A] & {3{pwm1}});
    assign rgb2 = ~(color[PLAYER_B] & {3{pwm2}});
    wire [2:0] color_A, color_B;
    assign color_A = color[PLAYER_A];
    assign color_B = color[PLAYER_B];
endmodule  
```

## design/flow/run.sh

```bash
#!/bin/bash
# OpenROAD 26Q1-2900-gdf79404cd8, Yosys 0.63+post, stock flow scripts
make -C /OpenROAD-flow-scripts/flow DESIGN_CONFIG=/design/flow/config.mk WORK_HOME=/design/flow/orfs finish
```

## design/flow/config.mk

```make
export PLATFORM = sky130hd
export DESIGN_NAME = RGB
export DESIGN_NICKNAME = RGB
export VERILOG_FILES = /design/flow/design.v
export SDC_FILE = /design/flow/constraint.sdc
export NUM_CORES = 4
export LEC_CHECK = 1
export CORE_AREA = 10 10 96 96
export DIE_AREA = 0 0 106 106
```

## design/flow/constraint.sdc

```tcl
current_design RGB

set clk_period 1.8
set clk_io_pct 0.2

create_clock -name clk0 -period $clk_period [get_ports {clk}]

set non_clock_inputs [all_inputs -no_clocks]
set_input_delay [expr $clk_period * $clk_io_pct] -clock clk0 $non_clock_inputs
set_output_delay [expr $clk_period * $clk_io_pct] -clock clk0 [all_outputs]
```

==> impl_metrics.ini <==
; implementation run metrics
[finish]
fin_cells = 297
drive_gt1_share_pct = 6.57
logic_area_um2 = 838
final_util_pct = 29.8
n_fill_cell = 759
seqCellArea_um2 = 653
syn2layout_area_growth_pct = 39.1
stdcell_area_mm2 = 0.00215

[yosys]
top_area_share_pct = 38.8
ff_type = dfrtp_1
syn_area_mm2 = 0.00155
synthCells = 156
top_cells_by_count = dfrtp_1, ha_1, inv_1
yosys_warnings = 3
synth_chip_area_mm2 = 0.00155
synth_cell_type_count = 25
yosys-top-cells-area = dfrtp_1, ha_1, inv_1
synth-edff-count = 0
postSynthAreaPerCell_um2 = 9.91
async_reset_ff_share_pct = 100
largest_area_cell = dfrtp_1
numSynthFlops = 26
ys_seq_share_pct = 42.2
ys_cells = 156

[placement]
gp_congestion = 0.756
place.detailed.instances = 293
placed_area_mm2 = 0.00205
dp_slack_ns = -0.234
hpwl_um = 2580
io_buffer_count = 37

[hold_path]
min_path_type = input port to asynchronous set/reset pin

[route]
routedWlPerCell_um = 10.5
vias = 1215
via_per_inst = 4.09
firstDrtPassIters = 4
ant_nets = 0
routed_wl_um = 3130
dr.first_iter.drc_count = 20
drc = 0
antenna_cells = 0

[die]
fp.dieH_um = 106
core_region_area_mm2 = 0.00721
dieWidth_um = 106
rows = 31
initCoreUtil_pct = 21.4
io_pins = 38
dieArea_mm2 = 0.0112

[clock_network]
cts-buffers-inserted = 3
clk_pin_slew_ns = 0.09
insertion_delay_ns = 0.27
root_buffer = clkbuf_8
clock_path_buffers = 2
h-tree-depth = 1
postCtsSetupBuffers = 0
clock-sinks = 26
cts_tree = done

[final_timing]
finalSetupViolCount = 0
finalWorstSetupSlack_ns = 0.126
worst_slew_pin_slew_ns = 0.327
finalCritPeriodShare_pct = 93.0
relSlewSlack_pct = 78.2
whs_ns = 0.454
clock_skew_ns = 0.00218
hold_viol_final = 0
maxSlewViolCount = 0
tns_ns = 0
max_freq_ghz = 0.597
fin_crit_ns = 1.67

[grt]
antenna_found_initial = 0
grt_pass1_vias = 1235
grt_pass1_wl_um = 5410
grt_max_degree = 27
grt-ovfl-total = 0
track_usage_pct = 5.70

[critical_path]
endpoint_kind = flip-flop
arrival_ns = 1.89
crit_type = input port to flip-flop
critPathLaunchType = input port
path_max_fanout = 2
required_ns = 2.02

[power]
p_per_area_mw_per_mm2 = 592
power.leakage_nw = 1.00
vdd_drop_max_uv = 341
power_mw = 1.27

[run_status]
status = finished clean

[job]
max_cap_violations = 0
openroad.warnings = 25
[state kept, by name (all words and copies together) (netlist names)]
| name | flops |
|---|---|
| bright | 2 |
| color | 6 |
| u2_PWM.cnt | 8 |
| u1_PWM.pwm_div256 | 1 |
| u2_PWM.pwm_div256 | 1 |
| u1_PWM.cnt | 8 |
[layer usage]
metal / track usage [%] / share of wire, %
met5: 0 / 0
met4: 0.387 / 0.83
met3: 3.06 / 9.9
met2: 8.66 / 43
met1: 7.38 / 46
[power by group]
part | internal [mW] | switching (mW)
Clock | 0.297 | 0.187
Combinational | 0.114 | 0.0763
Sequential | 0.594 | 0.00332
Total | 1.01 | 0.267
[cell type report]
cell class / instances / share of cell area, %
Sequential cell: 26 / 30.4
Clock inverter: 1 / 1.40
Tap cell: 99 / 5.76
Multi-Input combinational cell: 107 / 39.0
Inverter: 23 / 4.01
Clock buffer: 3 / 1.92
Timing Repair Buffer: 38 / 17.6
[layout by cell type (no fill, tap or decap), drive strengths merged, types with 3 or more instances in the layout]
master         count
xor2               3
nand3              9
nand4              8
o21ai              6
a21oi              6
clkbuf             3
a31oi              3
nand2             14
inv               23
and3               4
ha                24
dfrtp             24
xnor2              9
nor2               4
clkdlybuf4s50     37
[critical path, stage by stage]
cell	delay, ns
clkdlybuf4s50_1	0.45
inv_1	0.04
ha_1	0.28
a21oi_1	0.14
o21ai_1	0.09
a2111oi_2	0.39
nand2b_1	0.15
[worst paths after layout]
kind                                startpoint           endpoint  slack [ns]  cells after the start
min in group clk0                u2_PWM.cnt[7]      u2_PWM.cnt[7]        0.49                      1
max in group asynchronous                 rstn          bright[1]        1.05                      2
setup / recovery           avr_react_time_B[3]          bright[1]        0.13                      7
hold reg to reg                  u2_PWM.cnt[7]      u2_PWM.cnt[7]        0.49                      1
setup reg to reg                     bright[0]  u2_PWM.pwm_div256        0.13                      6
hold / removal                            rstn      u2_PWM.cnt[2]        0.45                      2
[logic make-up after synthesis]
kind of cell	Yosys count	share of synthesized area (%)
AND/OR/NAND/NOR	46	15.0
flip-flops	26	42.2
AND-OR/OR-AND	25	11.0
adder cells (fa/ha/maj)	24	19.4
buffers and inverters	23	5.58
XOR/XNOR	12	6.80
[repair_timing]
item                       4_1_cts  5_1_grt
hold buffers                     0        0
setup endpoints to repair        0        4
gates resized                    0        5
