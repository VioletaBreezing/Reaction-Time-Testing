--- ./run.sh ---
#!/bin/bash
# OpenROAD 26Q1-2900-gdf79404cd8, Yosys 0.63+post, stock flow scripts
make -C /OpenROAD-flow-scripts/flow DESIGN_CONFIG=/design/flow/config.mk WORK_HOME=/design/flow/orfs finish
--- ./constraint.sdc ---
current_design Display

set clk_period 13.4
set clk_io_pct 0.2

create_clock -name clk0 -period $clk_period [get_ports {clk}]
create_clock -name clk1 -period $clk_period [get_ports {clk_2Hz}]

set non_clock_inputs [all_inputs -no_clocks]
set_input_delay [expr $clk_period * $clk_io_pct] -clock clk0 $non_clock_inputs
set_output_delay [expr $clk_period * $clk_io_pct] -clock clk0 [all_outputs]
--- ./design.v ---
module Binary2BCD (
    input  wire [9:0]  bitcode,
    output reg  [15:0] bcdcode
);
    integer i;
    always @(bitcode) begin
        bcdcode = 16'd0;
        for (i = 9; i >= 0; i = i - 1) begin
            if (bcdcode[15:12] > 4'd4)
                bcdcode[15:12] = bcdcode[15:12] + 4'd3;
            if (bcdcode[11:8]  > 4'd4)
                bcdcode[11:8]  = bcdcode[11:8]  + 4'd3;
            if (bcdcode[7:4]   > 4'd4)
                bcdcode[7:4]   = bcdcode[7:4]   + 4'd3;
            if (bcdcode[3:0]   > 4'd4)
                bcdcode[3:0]   = bcdcode[3:0]   + 4'd3;
            bcdcode = bcdcode << 1;
            bcdcode[0] = bitcode[i];
        end
    end
endmodule  
module CircleShift (
    input  wire       clk,
    input  wire       rstn,
    input  wire       enable,
    input  wire [3:0] in_digit_2, in_digit_1, in_digit_0,
    output wire [3:0] out_digit_1, out_digit_0
);
    reg [1:0] cnt;
    always @(posedge clk or negedge rstn) begin
        if (!rstn) cnt <= 2'd0;
        else if (enable) cnt <= cnt + 2'd1;
        else cnt <= 2'd0;
    end
    assign out_digit_1 = (in_digit_1 & {4{cnt == 2'd0}}) |
                         (in_digit_0 & {4{cnt == 2'd1}}) |
                         (4'd10      & {4{cnt == 2'd2}}) |
                         (in_digit_2 & {4{cnt == 2'd3}});
    assign out_digit_0 = (in_digit_0 & {4{cnt == 2'd0}}) |
                         (4'd10      & {4{cnt == 2'd1}}) |
                         (in_digit_2 & {4{cnt == 2'd2}}) |
                         (in_digit_1 & {4{cnt == 2'd3}});
endmodule  
module Display (
    input  wire       clk, rstn,
    input  wire       clk_2Hz,
    input  wire       cur_player,
    input  wire [2:0] machine_state,
    input  wire [9:0] react_time,
    input  wire [9:0] avr_react_time_A, avr_react_time_B,
    output wire [8:0] seg1, seg2
);
    parameter IDLE     = 3'd0;
    parameter WAIT     = 3'd1;
    parameter CLR_CNT1 = 3'd2;
    parameter START    = 3'd3;
    parameter STORAGE  = 3'd4;
    parameter CLR_CNT2 = 3'd5;
    parameter AVERAGE  = 3'd6;
    parameter COMPARE  = 3'd7;
    parameter PLAYER_A = 1'b1;
    parameter PLAYER_B = 1'b0;
    wire [9:0] avr_react_time [1:0];
    assign avr_react_time[PLAYER_A] = avr_react_time_A;
    assign avr_react_time[PLAYER_B] = avr_react_time_B;
    reg  [9:0]  data_display;
    reg         enable_circle_shift;
    always @(posedge clk or negedge rstn) begin
        if (!rstn) begin
            enable_circle_shift <= 1'b0;
            data_display        <= 10'b0;
        end
        else if (machine_state == START) begin
            data_display        <= react_time;
            enable_circle_shift <= 1'b0;
        end
        else if (machine_state == STORAGE) begin
            data_display        <= react_time;
            enable_circle_shift <= 1'b1;
        end
        else if (machine_state == AVERAGE) begin
            data_display        <= avr_react_time[cur_player];
            enable_circle_shift <= 1'b1;
        end
        else if (machine_state == COMPARE) begin
            data_display        <= (avr_react_time[PLAYER_A] <= avr_react_time[PLAYER_B]) ? 
                                    avr_react_time[PLAYER_A] :  avr_react_time[PLAYER_B];
            enable_circle_shift <= 1'b1;
        end
        else begin
            data_display        <= 10'b0;
            enable_circle_shift <= 1'b0;
        end
    end
    wire [15:0] bcdcode;
    Binary2BCD u_Binary2BCD(
        .bitcode (data_display),
        .bcdcode (bcdcode     )
    );
    wire [3:0] digit1, digit0;
    CircleShift u_CircleShift(
    	.clk         (clk_2Hz            ),
        .rstn        (rstn               ),
        .enable      (enable_circle_shift),
        .in_digit_2  (bcdcode [11:8]     ),
        .in_digit_1  (bcdcode [7:4]      ),
        .in_digit_0  (bcdcode [3:0]      ),
        .out_digit_1 (digit1             ),
        .out_digit_0 (digit0             )
    );
    wire [8:0] seg1_, seg2_;
    SegmentEncoder u_SegmentEncoder(
    	.data_1 (digit1),
        .data_2 (digit0),
        .seg_1  (seg1_ ),
        .seg_2  (seg2_ )
    );
    assign seg1 = (machine_state == IDLE) ? 9'h100 : seg1_;
    assign seg2 = (machine_state == IDLE) ? 9'h100 : seg2_;
endmodule  
module SegmentEncoder (
    input  wire [3:0] data_1,
    input  wire [3:0] data_2,
    output wire [8:0] seg_1,
    output wire [8:0] seg_2
);
    reg [8:0] seg_table [10:0];                           
    initial begin
        seg_table[0]  = 9'h3f;                            
        seg_table[1]  = 9'h06;                            
	    seg_table[2]  = 9'h5b;                            
	    seg_table[3]  = 9'h4f;                            
	    seg_table[4]  = 9'h66;                            
	    seg_table[5]  = 9'h6d;                            
	    seg_table[6]  = 9'h7d;                            
	    seg_table[7]  = 9'h07;                            
	    seg_table[8]  = 9'h7f;                            
	    seg_table[9]  = 9'h6f;                            
        seg_table[10] = 9'h100;                           
    end
    assign seg_1 = seg_table[data_1];
    assign seg_2 = seg_table[data_2];
endmodule
--- ./config.mk ---
export PLATFORM = sky130hd
export DESIGN_NAME = Display
export DESIGN_NICKNAME = Display
export VERILOG_FILES = /design/flow/design.v
export SDC_FILE = /design/flow/constraint.sdc
export NUM_CORES = 4
export LEC_CHECK = 1
export CORE_UTILIZATION = 30
==> run summary <==
Results of the full flow below.

Detailed routing:
- The run puts the number of nets with antenna violations after detailed routing at 0.
- The run puts the first-pass detailed-route iteration total at 4.
- The run puts the antenna cell count at 0.
- The run puts the final wirelength at 10600 um.
- The run gives the number of vias in the routed layout as 4194.
- Once iteration 0 of detailed routing completed, the report listed 279 DRC markers.
- The run gives the DRC violations left as 0.
- Dividing the detail-routed wire length by the instance count gives 14.6 um.
- After detailed routing, the number of vias per cell comes to 5.77.

Setup path:
- Per the timing report, the most critical flop-to-flop path originates at u_CircleShift.cnt[0].
- The run gives the maximum net fanout on the critical path as 11.
- The run gives the end of the worst register-to-register path as u_CircleShift.cnt[1].
- The run gives the startpoint type of the worst setup path as a flop.
- The run gives the worst setup path startpoint as data_display[7].
- The critical path is of the reg2out type.
- The OpenROAD report gives the critical path a required time of 10.72 ns.
- The run puts the worst-case register-to-register setup slack at 12.38 ns.
- The run puts the largest incremental delay on the critical path at 0.76 ns.
- The run gives the cell with the largest stage delay on the worst path as a21oi_1.
- STA classifies the critical path endpoint as a primary output.
- The arrival time of data at the worst endpoint is listed as 8.31 ns.
- The run puts the number of cells on the worst reg-to-reg path at 3.
- The run gives the cell repeated most along the worst path as ha_1.

Synth:
- By count the netlist is led by nand2_1, inv_1, ha_1.
- Summing the areas of all xor and xnor instances in the mapped netlist gives 3.43% of the synthesized area.
- The post-synth register bit count is 13.
- The run gives the sequential fraction of the synthesis area as 8.56%.
- The run gives the count of yosys warnings during synthesis as 4.
- The run gives the fraction of registers with async set or reset after synthesis as 100%.
- After Yosys synthesis, AND-OR and OR-AND compound gates account for 38.9% of the synthesized area.
- After synthesis, the design contains 526 cells according to Yosys.
- Yosys shows that the main logic family after synthesis is AND-OR/OR-AND gates.
- The run gives the synthesized instance count as 526.
- The run puts the number of distinct library cells after synthesis at 89.
- The portion of synthesized area spent on multiplexers is 3.95%.
- The run puts the yosys synthesis chip area at 0.00380 mm2.
- In this run, synthesis inferred 0 flip-flops with an integrated enable.
- The run puts the share of synthesized cell area in and, or, nand and nor gates at 24.1%.
- The biggest area contributor in the post-synthesis netlist is ha_1.
- The run puts the adder-cell share of the synthesized area at 13.1%.
- For this run the top cell type by instance count after synthesis was nand2_1.
- The synthesis report names the predominant flop master as dfrtp_1.
- The synthesis report lists the most area-consuming cells as ha_1, dfrtp_1, nand2_1.
- The run puts the mean cell area of the mapped netlist at 7.22 um2.
- The run puts the area of the mapped netlist at 0.00380 mm2.
- Yosys reports that the leading cell type by area covers 12.8% of the netlist area.

Die:
- The run gives the height of the chip as 115 um.
- The run gives the starting density of the core as 31.2%.
- The run gives the horizontal die dimension as 115 um.
- 55 I/O pins were placed.
- In this run the standard cell core region covers 0.0122 mm2.
- The run gives the overall chip area as 0.0131 mm2.
- After floorplanning, the core was divided into 40 placement rows.

Final timing:
- Setup repair after global routing left no endpoint under its margin.
- Summed over all failing endpoints, the final setup total negative slack is 0 ns.
- The run gives the slew of the pin with the lowest slew margin as 0.948 ns.
- The clock arrives with 0.00225 ns of skew.
- The run puts the final number of hold-violating endpoints at 0.
- The run gives the relative slew slack as 36.8%.
- In the final report, the number of pins over their slew limit comes to 0.
- The run puts the final setup violation count at 0.

Run:
- The run puts the number of warnings in the stage logs at 46.
- The run gives the max-capacitance violation count as 0.

Pwr:
- The run puts the leakage power summed over all cells at 1.88 nW.
- The run puts the combinational share of power at 80.9%.
- The flow reported a cell area power density of 168 mW/mm2.
- IR analysis of the VDD net gives a maximum drop of 0.0000604 V.
- The run puts the switching power as a share of total power at 46.7%.
- The run puts the internal power at 0.000409 W.
- Registers are responsible for 6.5% of the overall power.
- The run puts the clock share of power at 12.6%.
- For this design the total switching power over the nets is 0.000358 W.

Clocking:
- The run gives the post-cts hold-fix buffer tally as 0.
- The run puts the number of sinks handled by clock tree synthesis at 13.
- The run gives the count of cells resized by post-cts repair as 0.
- In this run the post-CTS setup repair buffer count came out at 0.
- The run gives the CTS tree as done.
- The registers of the reported paths see a clock transition of 0.04 ns.

Global route:
- Entering global routing, the biggest net connects 25 pins.
- The run gives the overall global routing resource usage as 16.6%.
- For this run the aggregate overflow at the end of global routing stands at 0.
- The run puts the first-pass GRT wire length at 18100 um.
- The run gives the number of global-route vias before repair as 3817.
- The run gives the number of antenna violations at the first check in global routing as 0.

Placed design:
- The run puts the quantity of I/O buffers inserted on ports at 51.
- The run gives the placed wire-length estimate after detailed placement as 8430 um.
- The run puts the placer's final routability congestion estimate at 0.923.
- Per the placement report, the placed cell count is 720.

Worst hold path:
- Looking at hold timing, the worst path starts from enable_circle_shift.
- STA reports the tightest min-delay check as being of type reg2reg.
- The run gives the number of cells on the worst hold path as 1.
- The run gives the worst hold path endpoint as u_CircleShift.cnt[1].

Layout:
- The run gives the layout cell share with drive strength beyond 1 as 6.26%.
- Per the run report, area growth between synthesis and finish was 20.3%.
- The run puts the fraction of the core area covered by cells at the end of the flow at 37.6%.
- The final report lists a non-filler cell total of 727.

Outcome:
- The flow ran to the end, and the final reports show no timing, DRC or antenna violations.
## final cells by class
| cell class | count | area (um2) |
|---|---|---|
| Fill cell | 1237 | 7590 |
| Multi-Input combinational cell | 441 | 3180 |
| Timing Repair Buffer | 55 | 541 |
| Sequential cell | 13 | 325 |
| Tap cell | 168 | 210 |
| Inverter | 43 | 161 |
| Clock buffer | 7 | 154 |
## per-stage QoR
stage	power (W)	setup slack, ns	hold slack, ns	area [um2]
floorplan	0.000465	4.26	0.450	3800
global placement	0.000660	2.85	0.466	4420
detailed placement	0.000665	2.75	0.464	4420
CTS	0.000766	2.46	0.498	4570
global route	0.000845	1.70	0.521	4570
finish	0.000767	2.41	0.491	4570
## worst max-delay path, delay by kind of cell (launching register included)
family	cells	cell delay [ns]
AOI/OAI and AO/OA	12	3.80
adders and majority gates	6	1.65
buffers and inverters	6	0.96
DFF	1	0.44
and+or+nand+nor	5	0.90
xor gates and xnor gates	1	0.29
## kinds of logic after synthesis
group / after synthesis
buf+inv: 73
compound gates: 196
flops: 13
mux: 15
simple gates: 178
fa+ha+maj: 40
other cells: 1
xor+xnor: 10
## power by group through the flow
stage / combinational [W] / sequential, W / clock (W)
CTS: 0.000618 / 0.0000493 / 0.0000990
global route: 0.000693 / 0.0000501 / 0.000102
finish: 0.000621 / 0.0000495 / 0.0000968
## how the worst max path moves through the flow
stage                     end  cells past startpoint
after CTS             seg1[6]                     30
after global routing  seg1[6]                     30
final                 seg1[6]                     30
## placed cells by master, fill, tap and decap left out, drive strengths merged, types with 8 or more instances in the layout
cell,count
nand2,51
nor3,17
a211oi,10
ha,39
mux2i,15
and2,9
dfrtp,13
a31oi,8
a21oi,35
a22o,11
nor2,30
o211ai,26
inv,42
nand3,16
o31ai,10
o21ai,28
clkdlybuf4s50,51
nand4,8
## sequential cells by signal (all words and copies together), names as in the netlist
| register | cells |
|---|---|
| data_display | 10 |
| enable_circle_shift | 1 |
| u_CircleShift.cnt | 2 |
## per-layer routing
metal  GRT usage, %  wire length, um  vias to the layer above
li1               -                -                     2072
met1           23.9             4940                     1968
met2           27.8             5000                      144
met3           1.40              550                       10
met4           2.08              112                        0
met5              0                0                        -
No activity file was given, so power comes from the tool's default toggle rates.
